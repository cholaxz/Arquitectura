`./run.sh`:
```
#!/bin/bash
# OpenROAD 26Q1-2900-gdf79404cd8, Yosys 0.63+post, stock flow scripts
make -C /OpenROAD-flow-scripts/flow DESIGN_CONFIG=/design/flow/config.mk WORK_HOME=/design/flow/orfs finish
```
`./config.mk`:
```
export PLATFORM = sky130hd
export DESIGN_NAME = cpu
export DESIGN_NICKNAME = cpu
export VERILOG_FILES = /design/flow/design.v
export SDC_FILE = /design/flow/constraint.sdc
export NUM_CORES = 4
export LEC_CHECK = 1
export CORE_UTILIZATION = 40
```
`./constraint.sdc`:
```
current_design cpu

set clk_period 14.4
set clk_io_pct 0.2

create_clock -name clk0 -period $clk_period [get_ports {clk}]

set non_clock_inputs [all_inputs -no_clocks]
set_input_delay [expr $clk_period * $clk_io_pct] -clock clk0 $non_clock_inputs
set_output_delay [expr $clk_period * $clk_io_pct] -clock clk0 [all_outputs]
```
`./design.v`:
```
`timescale 1ns / 1ps
module accumulator#(
	parameter DATA_LENGTH = 16
)(
	input enable,
	input clk,
	input reset,
	input[DATA_LENGTH - 1 : 0] inValue,
	output reg[DATA_LENGTH - 1 : 0] outValue
   );
initial outValue = 0;
always@(posedge clk)
begin
	if(reset)
		outValue = 0;
	else
		if(enable)
			outValue = inValue;
end
endmodule
`timescale 1ns / 1ps
module adder#(
parameter LENGTH = 11
)(
	input value,
	input[LENGTH - 1: 0] old_pc,
	output [LENGTH - 1 : 0]new_pc
    );
assign new_pc = old_pc + value;
endmodule
`timescale 1ns / 1ps
module alu#(
	parameter DATA_LENGTH = 16
)(
	input [DATA_LENGTH - 1 : 0] from_accumulator,
	input [DATA_LENGTH - 1 : 0] from_muxb,
	input op,  
	output reg [DATA_LENGTH - 1 : 0] outValue
   );
localparam ADD = 1'b0;
localparam SUB = 1'b1;
always@(*)
begin
	case(op)
		ADD:
			outValue = from_accumulator + from_muxb;
		SUB:
			outValue = from_accumulator - from_muxb;
		endcase
end
endmodule
`timescale 1ns / 1ps
module control#(
parameter addrLength = 11,
parameter OPCODE_LENGTH = 5
)(
	input reset,
	input clk,
	input [OPCODE_LENGTH - 1: 0] opcode,
	output[addrLength - 1 : 0] address,
	output [1:0]SelA,
	output SelB,
	output WrAcc,
	output Op,
	output WrRam,
	output RdRam
    );
wire [addrLength - 1 : 0]addr;
wire [addrLength - 1 : 0]middle_addr;
wire WrPC;
assign address = addr;
instruction_decoder decoder(
.opcode(opcode),
.WrPC(WrPC),
.SelA(SelA),
.SelB(SelB),
.WrAcc(WrAcc),
.Op(Op),
.WrRam(WrRam),
.RdRam(RdRam)
);
pc pc_module(
.new_program_count(middle_addr),
.enable(WrPC),
.clk(clk),
.reset(reset),
.program_count(addr)
);
adder adder_module(
.value(1'b1),
.old_pc(addr),
.new_pc(middle_addr)
);
endmodule
`timescale 1ns / 1ps
module cpu#(
	parameter ADDR_LENGTH = 11,
	parameter INSTRUCTION_LENGTH = 16,
	parameter DATA_LENGTH = 16,
	parameter OPCODE_LENGTH = 5,
	parameter OPERAND_LENGTH = 11
)(
	input clk,
	input reset,
	input [INSTRUCTION_LENGTH - 1 : 0]instruction,
	input [DATA_LENGTH - 1 : 0]data_from_dm,
	output [DATA_LENGTH - 1 : 0]data_to_dm,
	output [ADDR_LENGTH - 1 : 0]addr_to_pm,
	output [ADDR_LENGTH - 1 : 0]addr_to_dm,
	output RdRam,
	output WrRam
    );
wire [OPCODE_LENGTH - 1 : 0]opcode;
wire [OPERAND_LENGTH - 1 : 0]operand;
assign opcode = instruction[INSTRUCTION_LENGTH - 1 : INSTRUCTION_LENGTH - OPCODE_LENGTH];  
assign operand = instruction[OPERAND_LENGTH - 1 : 0];  
assign addr_to_dm = operand;
wire [1:0] SelA;
wire SelB;
wire WrAcc;
wire Op;
control control(
.reset(reset),
.clk(clk),
.opcode(opcode),
.address(addr_to_pm),
.SelA(SelA),
.SelB(SelB),
.WrAcc(WrAcc),
.Op(Op),
.WrRam(WrRam),
.RdRam(RdRam)
);
datapath datapath(
.reset(reset),
.clk(clk),
.imm_operand(operand),
.data_from_memory(data_from_dm),
.SelA(SelA),
.SelB(SelB),
.WrAcc(WrAcc),
.Op(Op),
.out_accumulator(data_to_dm)
);
endmodule
`timescale 1ns / 1ps
module datapath#(
	parameter IMM_DATA_LENGTH = 11,
	parameter DATA_LENGTH = 16
)(
	input reset,
	input clk,
	input[IMM_DATA_LENGTH - 1 : 0] imm_operand,
	input [DATA_LENGTH - 1 : 0] data_from_memory,
	input [1:0]SelA,
	input SelB,
	input WrAcc,
	input Op,
	output [DATA_LENGTH - 1 : 0] out_accumulator
    );
wire [DATA_LENGTH - 1 : 0]out_signal;
wire [DATA_LENGTH - 1 : 0]out_alu;
wire [DATA_LENGTH - 1 : 0]mux_a_to_accumulator;
wire [DATA_LENGTH - 1 : 0]mux_b_to_alu;
signal_extension extensor(
.inOperand(imm_operand),
.outOperand(out_signal)
);
mux_a mux_a(
.SelA(SelA),
.from_memory(data_from_memory),
.from_signal(out_signal),
.from_alu(out_alu),
.outValue(mux_a_to_accumulator)
);
mux_b mux_b(
.SelB(SelB),
.from_memory(data_from_memory),
.from_signal(out_signal),
.outValue(mux_b_to_alu)
);
accumulator acc(
.enable(WrAcc),
.clk(clk),
.reset(reset),
.inValue(mux_a_to_accumulator),
.outValue(out_accumulator)
);
alu alu(
.from_accumulator(out_accumulator),
.from_muxb(mux_b_to_alu),
.op(Op),
.outValue(out_alu)
);
endmodule
`timescale 1ns / 1ps
module instruction_decoder#(parameter OPCODE_LENGTH = 5)(
	input[OPCODE_LENGTH - 1 : 0] opcode,
	output reg WrPC,	 
	output reg[1:0] SelA,
	output reg SelB,
	output reg WrAcc,
	output reg Op, 	 
	output reg WrRam,
	output reg RdRam
   );
localparam HLT 	= 5'b00000;
localparam STO 	= 5'b00001;
localparam LD 		= 5'b00010;
localparam LDI 	= 5'b00011;
localparam ADD 	= 5'b00100;
localparam ADDI 	= 5'b00101;
localparam SUB 	= 5'b00110;
localparam SUBI 	= 5'b00111;
always @(*)
case(opcode)
	HLT:
		begin
			WrPC 	= 0;
			SelA 	= 0;
			SelB 	= 0;
			WrAcc = 0;
			Op 	= 0;
			WrRam = 0;
			RdRam = 0;
		end
	STO:
		begin
			WrPC 	= 1;
			SelA 	= 0;
			SelB 	= 0;
			WrAcc = 0;
			Op 	= 0;
			WrRam = 1;
			RdRam = 0;
		end
	LD:
		begin
			WrPC 	= 1;
			SelA 	= 0;
			SelB 	= 0;
			WrAcc = 1;
			Op 	= 0;
			WrRam = 0;
			RdRam = 1;
		end
	LDI:
		begin
			WrPC 	= 1;
			SelA 	= 1;
			SelB 	= 0;
			WrAcc = 1;
			Op 	= 0;
			WrRam = 0;
			RdRam = 0;
		end
	ADD:
		begin
			WrPC 	= 1;
			SelA 	= 2;
			SelB 	= 0;
			WrAcc = 1;
			Op 	= 0;
			WrRam = 0;
			RdRam = 1;
		end
	ADDI:
		begin
			WrPC 	= 1;
			SelA 	= 2;
			SelB 	= 1;
			WrAcc = 1;
			Op 	= 0;
			WrRam = 0;
			RdRam = 0;
		end
	SUB:
		begin
			WrPC 	= 1;
			SelA 	= 2;
			SelB 	= 0;
			WrAcc = 1;
			Op 	= 1;
			WrRam = 0;
			RdRam = 1;
		end	
	SUBI:
		begin
			WrPC 	= 1;
			SelA 	= 2;
			SelB 	= 1;
			WrAcc = 1;
			Op 	= 1;
			WrRam = 0;
			RdRam = 0;
		end
	default:  
		begin
			WrPC = 0;
			SelA = 0;
			SelB = 0;
			WrAcc = 0;
			Op = 0;
			WrRam = 0;
			RdRam = 0;
		end
endcase
endmodule
`timescale 1ns / 1ps
module mux_a#(
	parameter DATA_LENGTH = 16
)(
	input [1:0] SelA,
	input [DATA_LENGTH - 1 : 0] from_memory,
	input [DATA_LENGTH - 1 : 0] from_signal,
	input [DATA_LENGTH - 1 : 0] from_alu,
	output reg [DATA_LENGTH - 1 : 0] outValue
   );
	localparam MEMORY 		= 2'b00;
	localparam SIGNAL 		= 2'b01;
	localparam ALU 	= 2'b10;
always @(*)
begin
case(SelA)
	MEMORY:
		outValue = from_memory;
	SIGNAL:
		outValue = from_signal;
	ALU:
		outValue = from_alu;
	default:
		outValue = from_memory;
endcase
end
endmodule
`timescale 1ns / 1ps
module mux_b#(
	parameter DATA_LENGTH = 16
)(
	input SelB,
	input [DATA_LENGTH - 1 : 0] from_memory,
	input [DATA_LENGTH - 1 : 0] from_signal,
	output reg [DATA_LENGTH - 1 : 0] outValue
   );
	localparam MEMORY 		= 1'b0;
	localparam SIGNAL 		= 1'b1;
always @(*)
begin
case(SelB)
	MEMORY:
		outValue = from_memory;
	SIGNAL:
		outValue = from_signal;
endcase
end
endmodule
`timescale 1ns / 1ps
module pc#(
parameter LENGTH = 11
)
(
	input [LENGTH - 1 : 0]new_program_count,
	input enable,
	input clk,
	input reset,
	output reg [LENGTH - 1 : 0]program_count
   );
	initial program_count = 0;
	always@(negedge clk)  
	begin
	if(reset)	 
	begin
		program_count = 0;
	end
	else 
		if(enable)
			program_count = new_program_count;
	end
endmodule
`timescale 1ns / 1ps
module signal_extension#(
	parameter IN_OPERAND_LENGTH = 11,
	parameter EXPECTED_LENGTH = 16
)(
	input [IN_OPERAND_LENGTH - 1 : 0] inOperand,
	output [EXPECTED_LENGTH - 1 : 0] outOperand
	);
assign outOperand[EXPECTED_LENGTH - 1 : IN_OPERAND_LENGTH] = 0;
assign outOperand[IN_OPERAND_LENGTH - 1 : 0] = inOperand[IN_OPERAND_LENGTH - 1 : 0];
endmodule
```
==> impl_metrics.tcl <==
# place-and-route summary
set metrics [dict create \
    gp_congestion 0.866 \
    hold_viol_final 0 \
    ys_cells 357 \
    cts_buffer_depth 2 \
    setup_ws_ps 2670 \
    grt_pass1_vias 2593 \
    cp_common_cell "nand2_1" \
    portBuffers 73 \
    worstPathMaxFanout 7 \
    fp.dieW_um 83.6 \
    ys_seq_elements 27 \
    crit_start "instruction[15]" \
    log.warning_count 36 \
    setup_viol 0 \
    clk_latency_ps 300 \
    cellLeakagePower_nw 1.40 \
    grt_usage 0.230 \
    dieArea_sq_mm 0.00699 \
    syn_area_sq_mm 0.00267 \
    outcome "finished clean" \
    cp_slowest_cell "clkdlybuf4s50_1" \
    top_area_cell "dfxtp_1" \
    core.rowCount 29 \
    final_cells 500 \
    hpwl_mm 5.77 \
    required_ps 7480 \
    routed_wl_mm 7.91 \
    drtPass1Iterations 4 \
    layout_top_cell "clkdlybuf4s50_1" \
    async_flop_share 0 \
    htreeDepth 1 \
    ctsRootBufferMaster "clkbuf_8" \
    dpl_worst_slack_ps 2370 \
    ff_type "dfxtp_1" \
    cts_resized 0 \
    cap_violations 0 \
    hold_path_depth 2 \
    arrival_ps 4810 \
    setup_tns_ps 0 \
    relSlewSlack 0.479 \
    postPlaceCellArea_sq_mm 0.00338 \
    lay_top_cells "73 x clkdlybuf4s50_1, 38 x nor2_1, 36 x nand2_1" \
    antenna_found_initial 0 \
    ios 74 \
    end_kind "register" \
    cts_buffers 3 \
    post_drt_wl_per_cell_um 15.8 \
    top_cell_area_share 0.203 \
    reg2reg_slack_ps 11770 \
    top_cells_by_area "dfxtp_1 20%, ha_1 7.0%, xnor2_1 6.6%, a21oi_1 6.4%, nor2_1 5.4%" \
    cts_setup_buffers 0 \
    drive_gt1_frac 0.0402 \
    ant_nets 0 \
    coreArea_sq_mm 0.00639 \
    synth_chip_area_sq_mm 0.00267 \
    fillers 612 \
    vias 2786 \
    cts.sinks 27 \
    yosysUniqueCellTypes 51 \
    r2r_end "datapath.acc.outValue[14]" \
    timing.rr.start "datapath.acc.outValue[0]" \
    drc 0 \
    diodes 0 \
    p_per_area_mw_per_mm2 68.3 \
    finClkSkew_ps 15.4 \
    ys_seq_frac 0.203 \
    holdBufCountCts 0 \
    hold-worst-slack_ps 507 \
    synthCells 357 \
    hold_path_class "register to register" \
    postLayoutCoreUtil 0.544 \
    edf_count 0 \
    cts.reportedPaths.clkPinSlew_ps 40 \
    tightest_slew_ps 781 \
    grt-ovfl-total 0 \
    grt_max_degree 29 \
    slew_viol_final 0 \
    cpPeakStageDelay_ps 470 \
    vdd_drop_max_v 0.0000420 \
    r2r_cells 11 \
    worstSetupPathType "input port to register" \
    dieHeight_um 83.6 \
    syn_avg_cell_area_sq_um 7.47 \
    path_cells "clkdlybuf4s50_1 > nor2_1 > nand2_1 > nand2_1 > nand4_1 > or3_1 > a21oi_1" \
    rsz0062_at_grt "false" \
    area_growth_pct 30.3 \
    dr.first_iter.drc_count 124 \
    fp_util 0.417 \
    synth_warnings 6 \
    dpl.cell_count 486 \
    total_power_uw 237 \
    cp-start-kind "input port" \
    hold_start "control.pc_module.program_count[5]" \
    final_area_sq_mm 0.00347 \
    cts_tree "done" \
    via_per_inst 5.57 \
    grt_pass1_wl_mm 12.9 \
    endpoint "control.pc_module.program_count[5]" \
]
[sequential cells by signal (all words and copies together), names as in the netlist]
register and flops:
datapath.acc.outValue 16, control.pc_module.program_count 11
[synth_stat cells (2+ instances only)]
master	instances
a221oi_1	4
ha_1	15
a21oi_1	34
nor3b_1	4
nand3_1	2
nor2b_1	3
buf_2	2
dfxtp_1	27
and3_1	6
xor2_1	14
a211oi_1	4
o21ai_0	21
nand4_1	4
o21bai_1	3
a21o_1	7
nor4_1	3
or3_1	5
o31ai_1	3
o21a_1	5
clkbuf_1	12
mux2i_1	9
nor3_1	17
nand2_1	36
nand2b_1	2
a221o_1	6
inv_1	9
a31o_2	2
xnor2_1	20
o22ai_1	5
buf_4	13
nor2_1	38
o211ai_1	3
[how the worst min path moves through the flow]
| stage | to | slack, ps |
|---|---|---|
| CTS | control.pc_module.program_count[9] | 510 |
| global route | control.pc_module.program_count[5] | 520 |
| finish | control.pc_module.program_count[5] | 510 |
[worst max-delay path, delay by kind of cell]
family	cells	cell delay [ps]
AND/OR/NAND/NOR	5	1310
buffers and inverters	1	470
AND-OR/OR-AND	1	140
[layer usage]
metal	global-route usage	share of wire	wire (um)	up-vias
met5	0	0	0	-
met1	0.347	0.48	3770	1269
met4	0.0247	0.0056	44	0
met3	0.0211	0.061	485	4
li1	-	-	-	1432
met2	0.374	0.46	3610	81
[area by class of cell]
class                           count  area (sq um)  area share
Sequential cell                    27           541       0.156
Tap cell                           77          96.3      0.0277
Clock buffer                        3          41.3      0.0119
Inverter                            8          30.0     0.00865
Multi-Input combinational cell    294          1940       0.558
Clock inverter                     12          50.0      0.0144
Timing Repair Buffer               79           776       0.223
[power by group]
group          switching (mW)  internal [mW]
combinational          0.0452         0.0460
clock                  0.0396         0.0245
sequential            0.00338         0.0786
[kinds of logic (layout without fill, tap and decap cells)]
logic type               Yosys count  in the layout  share of synthesized area
buffers and inverters             36            102                     0.0699
AND/OR/NAND/NOR                  125            125                      0.231
multiplexers                       9              9                     0.0338
adder cells (fa/ha/maj)           16             16                     0.0779
AND-OR/OR-AND                    110            110                      0.273
flip-flops                        27             27                      0.203
XOR/XNOR                          34             34                      0.112
