## ./design.v

```verilog
`timescale 1ns / 1ps
module ALU #(
parameter length = 8)(
	input signed[length - 1:0]  busA, input signed[length - 1:0]  busB, input [5:0] op,
	output reg signed[length - 1:0] salida
    );
always @(*) begin
 case(op)
 6'b100000: salida = busA + busB;
 6'b100010: salida = busA - busB;
 6'b100100: salida = busA & busB;
 6'b100101: salida = busA | busB;
 6'b100110: salida = busA ^ busB;
 6'b000011: salida = busA >> busB;
 6'b000010: salida = busA << busB;
 6'b100111: salida = ~(busA | busB);
 default: salida = 0;
 endcase
 end
endmodule
```

## ./run.sh

```bash
#!/bin/bash
# OpenROAD 26Q1-2900-gdf79404cd8, Yosys 0.63+post, stock flow scripts
make -C /OpenROAD-flow-scripts/flow DESIGN_CONFIG=/design/flow/config.mk WORK_HOME=/design/flow/orfs finish
```

## ./config.mk

```make
export PLATFORM = sky130hd
export DESIGN_NAME = ALU
export DESIGN_NICKNAME = ALU
export VERILOG_FILES = /design/flow/design.v
export SDC_FILE = /design/flow/constraint.sdc
export NUM_CORES = 4
export LEC_CHECK = 1
export CORE_AREA = 10 10 92 92
export DIE_AREA = 0 0 102 102
```

## ./constraint.sdc

```tcl
current_design ALU

set clk_period 8.7
set clk_io_pct 0.2

create_clock -name clk0 -period $clk_period

set non_clock_inputs [all_inputs -no_clocks]
set_input_delay [expr $clk_period * $clk_io_pct] -clock clk0 $non_clock_inputs
set_output_delay [expr $clk_period * $clk_io_pct] -clock clk0 [all_outputs]
```

==> PnR_summary.wiki <==
=== Synthesis and place and route ===
{| class="wikitable"
! Metric !! Value
|-
| Run status || complete, no violations
|-
| DR pass1 iterations || 5
|-
| Unique masters post-synth || 44
|-
| Most numerous cell in the Yosys netlist || sky130_fd_sc_hd__nand2_1
|-
| Switch Pwr || 0.0506 mW
|-
| Dpl ws || 1.64 ns
|-
| Total core area || 6460 sq um
|-
| Category of cells accounting for the largest share of critical-path delay || buffers and inverters
|-
| Hold Crit Class || input port to primary output
|-
| Number of top-level pins || 30
|-
| Time the final worst path needs with I/O delays and setup || 7.07 ns
|-
| Number of warnings issued by yosys || 1
|-
| Mux share of post-synthesis cell area || 16.2%
|-
| Cell repeated most along the worst path || sky130_fd_sc_hd__clkdlybuf4s50_1
|-
| Share of total power consumed by net switching || 52.9%
|-
| LEAKAGE || 0.817 nW
|-
| Avg Cell Area, Syn || 7.44 sq um
|-
| Final hold viol count || 0
|-
| Final-report max-slew violation count || 0
|-
| Yosys Chip Area || 1590 sq um
|-
| # DRC || 0
|-
| Total setup buffers inserted after CTS || 0
|-
| Share of synthesized cell area in full adder, half adder and majority cells || 20.1%
|-
| FP Core Util || 24.7%
|-
| Synthesis-to-layout area growth || 22.5%
|-
| Number of port buffers || 30
|-
| Number of warnings in the stage logs || 41
|-
| Crit path from || busB[0]
|-
| Final period util || 81.3%
|-
| Worst Hold Depth || 6
|-
| Startpoint-to-endpoint class of the critical path || input port to primary output
|-
| Most common library cells after synthesis || sky130_fd_sc_hd__nand2_1, sky130_fd_sc_hd__ha_1, sky130_fd_sc_hd__inv_1
|-
| Number of standard cells reported by yosys || 214
|-
| Critical path's largest stage delay || 0.95 ns
|-
| Dominant combinational cell family by area after synthesis || AND-OR/OR-AND gates
|-
| Startpoint type of the worst setup path || input port
|-
| Final setup fails || 0
|-
| Endpoint required time on the critical path || 6.96 ns
|-
| Antenna diode count || 0
|-
| CP max FO || 20
|-
| FF/Latch Area || 0 sq um
|-
| Total negative slack for setup checks || 0 ns
|-
| Max_slew headroom || 50.2%
|-
| Highest achievable clock rate || 0.141 GHz
|-
| Transition time at the pin with the least slew margin || 0.745 ns
|-
| # Max-Cap Violations || 0
|-
| Xor/xnor share || 12.0%
|-
| Cell type with the largest total area after synthesis || sky130_fd_sc_hd__ha_1
|-
| Synth Area in Simple Gates || 18.4%
|-
| Crit path max-delay cell type || sky130_fd_sc_hd__clkdlybuf4s50_1
|-
| Die area || 10400 sq um
|-
| Clock buf count || 0
|-
| Worst-case setup margin in the final layout || 1.63 ns
|-
| Hold-fix buffers, CTS || 0
|-
| Logic gate share of total power || 100.0%
|-
| Fraction of layout instances using a drive strength above 1 || 7.20%
|-
| Setup repair after global routing missed its margin || no
|-
| Final RePlAce weighted congestion || 1.03
|-
| Internal power || 0.0451 mW
|-
| Total standard cell area after synthesis || 1590 sq um
|-
| Worst-path cell chain || clkdlybuf4s50_1, inv_1, ha_1, mux2_1, fa_1, nor2b_1, o21ai_1, nand2b_1, a31oi_1, xnor2_1, a221o_1, clkdlybuf4s50_1
|-
| Worst setup path endpoint || salida[6]
|-
| Sequential fraction of the synthesis area || 0%
|-
| DP Wirelength || 4.29 mm
|-
| Pin count of the biggest net entering global routing || 25
|-
| Total vias in the final route || 1694
|-
| Drt initial violations || 188
|-
| Post-Syn Instances || 214
|-
| Horizontal extent of the die || 102 um
|-
| Height of the chip || 102 um
|-
| Vias in the first global route || 1581
|-
| Number of gates given a new drive strength after cts || 0
|-
| Vias per Instance || 5.41
|-
| Global router's overall resource usage || 10.1%
|-
| Initial antenna violation count || 0
|-
| Final Util || 30.2%
|-
| Registers || 0
|-
| Wire length of the first global-routing pass || 8.51 mm
|-
| Remaining number of nets flagged by the antenna check after routing || 0
|-
| Total wirelength of the detailed-routed design || 5.24 mm
|-
| Number of cells in the finished layout apart from fillers || 313
|-
| Crit path arrival time || 5.33 ns
|-
| Total overflow reported by the global router || 0
|-
| Biggest area contributors in the synthesized netlist || sky130_fd_sc_hd__ha_1, sky130_fd_sc_hd__xnor2_1, sky130_fd_sc_hd__mux4_2, sky130_fd_sc_hd__mux2i_1, sky130_fd_sc_hd__nand2_1
|-
| Post-Place Cells || 313
|-
| Power share of the sequential group || 0%
|-
| Number of core rows || 29
|-
| Detailed-route wire length per cell || 16.7 um
|-
| Worst path bufs/invs || 3
|-
| Max rail drop VDD || 0.0140 mV
|-
| Share of power burned in the clock network || 0%
|-
| Fill cell instance count of the final layout || 689
|-
| Levels on crit path || 12
|-
| Endpoint kind of the worst setup timing path || primary output
|-
| Fraction of post-synthesis cell area in the top cell type by area || 18.9%
|-
| Power density normalized to cell area || 49.1 nW/um^2
|-
| Complex-gate fraction of the synthesized area || 24.5%
|}
final cells by class:
type / instances / area (sq um) / share of cell area, %
multi-input cells: 183 / 1450 / 74.5
repair buffers: 34 / 330 / 16.9
well taps: 77 / 96.3 / 4.94
inverters: 19 / 71.3 / 3.66
metrics by stage:
stage	power [mW]	area (sq um)	hold slack [ns]
global route	0.107	1950	4.87
global placement	0.0949	1950	4.75
detailed placement	0.0951	1950	4.76
CTS	0.0955	1950	4.76
finish	0.0957	1950	4.75
floorplan	0.0628	1590	3.66
power groups by stage:
stage                 logic, mW  registers, mW  clock network [mW]
after CTS                0.0955              0                   0
after global routing      0.107              0                   0
final                    0.0957              0                   0
cells in the final DEF, fill, tap and decap left out, types with 2 or more instances in the layout:
cell type / n
sky130_fd_sc_hd__o21ai_0: 16
sky130_fd_sc_hd__xor2_1: 4
sky130_fd_sc_hd__a31oi_1: 5
sky130_fd_sc_hd__a22oi_1: 6
sky130_fd_sc_hd__o211ai_1: 2
sky130_fd_sc_hd__nor3_1: 3
sky130_fd_sc_hd__a21o_1: 4
sky130_fd_sc_hd__mux2i_1: 10
sky130_fd_sc_hd__nand3_1: 4
sky130_fd_sc_hd__nor4_1: 3
sky130_fd_sc_hd__a211o_1: 4
sky130_fd_sc_hd__nor2b_1: 3
sky130_fd_sc_hd__inv_2: 2
sky130_fd_sc_hd__ha_1: 24
sky130_fd_sc_hd__xnor2_1: 16
sky130_fd_sc_hd__mux4_2: 6
sky130_fd_sc_hd__a21oi_1: 4
sky130_fd_sc_hd__nand2_1: 26
sky130_fd_sc_hd__o21ai_1: 6
sky130_fd_sc_hd__a221o_1: 3
sky130_fd_sc_hd__nor2_1: 13
sky130_fd_sc_hd__inv_1: 17
sky130_fd_sc_hd__buf_4: 4
sky130_fd_sc_hd__nand2b_1: 4
sky130_fd_sc_hd__clkdlybuf4s50_1: 30
cells by family after synthesis:
family | count (synthesis)
AOI/OAI and AO/OA | 58
muxes | 18
and+or+nand+nor | 61
adders and majority gates | 25
buffers and inverters | 31
xor gates and xnor gates | 21
tightest hold or removal path, cell delays in order:
cell and delay (ns):
sky130_fd_sc_hd__clkdlybuf4s50_1 0.51, sky130_fd_sc_hd__nand2_1 0.14, sky130_fd_sc_hd__nand2_1 0.06, sky130_fd_sc_hd__o211ai_1 0.08, sky130_fd_sc_hd__nand3_1 0.07, sky130_fd_sc_hd__clkdlybuf4s50_1 0.41
how the worst min path moves through the flow:
stage         startpoint         to  slack (ns)
finish           busA[0]  salida[4]        4.75
global route     busB[3]  salida[0]        4.87
CTS              busA[0]  salida[4]        4.76
routing by layer:
metal / share of wire [%] / GRT usage [%]
met1: 45 / 14.8
met2: 43 / 15.7
met3: 11 / 1.77
met4: 1.1 / 0.759
met5: 0 / 0
Power figures rest on the tool's default switching activity, not on a simulated workload.
