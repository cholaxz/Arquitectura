$ cat run.sh
#!/bin/bash
# OpenROAD 26Q1-2900-gdf79404cd8, Yosys 0.63+post, stock flow scripts
make -C /OpenROAD-flow-scripts/flow DESIGN_CONFIG=/design/flow/config.mk WORK_HOME=/design/flow/orfs finish
$ cat config.mk
export PLATFORM = sky130hd
export DESIGN_NAME = uart
export DESIGN_NICKNAME = uart
export VERILOG_FILES = /design/flow/design.v
export SDC_FILE = /design/flow/constraint.sdc
export NUM_CORES = 4
export LEC_CHECK = 1
export CORE_UTILIZATION = 30
$ cat constraint.sdc
current_design uart

set clk_period 3.2
set clk_io_pct 0.2

create_clock -name clk0 -period $clk_period [get_ports {clk}]

set non_clock_inputs [all_inputs -no_clocks]
set_input_delay [expr $clk_period * $clk_io_pct] -clock clk0 $non_clock_inputs
set_output_delay [expr $clk_period * $clk_io_pct] -clock clk0 [all_outputs]
$ cat design.v
module baud_rate_gen(
    input clk,
    input reset,
    output reg tick
);
parameter baud_rate = 9600;
parameter clk_value = 100 * 1000000;
parameter num_ticks = 16;
parameter counter_length = 32;
reg [counter_length - 1 : 0]count_to = clk_value / (baud_rate * num_ticks);
reg [counter_length - 1 : 0]counter = 0;
always @(posedge clk or posedge reset)
begin
    if(reset)
        begin
            counter = 0;
            tick = 0;
        end
    else
        begin
           counter = counter + 1;
            if ( counter == count_to)
                begin
                    tick = 1;
                    counter = 0;
                end
            else
                tick = 0;
        end
    end
endmodule
`timescale 1ns / 1ps
module receiver(
	 reset,
	 rx,
    clk,
    tick,
    parity,
	 stop_bits,
    d_out,
    rx_done,
	 error
    );
function integer clog2;
input integer value;
begin
value = value - 1;
for(clog2 = 0; value > 0; clog2 = clog2 + 1)
value = value >> 1;
end
endfunction
parameter NUM_TICKS = 16;
parameter LENGTH_NUM_TICKS = clog2(NUM_TICKS);
parameter LENGTH_MAX_DATA  = clog2(9);
parameter BITS_PER_DATA = 8;
input reset;
input rx;
input clk;
input parity;
input tick;
input[1:0] stop_bits;
output [BITS_PER_DATA - 1 : 0] d_out;  
output reg rx_done = 0;
output reg error = 0;
localparam [5:0]IDLE    =  6'b000001;
localparam [5:0]START   =  6'b000010;
localparam [5:0]DATA    =  6'b000100;
localparam [5:0]STOP    =  6'b001000;
localparam [5:0]RESET 	= 	6'b010000;
localparam [5:0]PARITY 	= 	6'b100000;
reg [5 : 0] state = IDLE;
reg [5 : 0] next_state = IDLE;
reg [LENGTH_NUM_TICKS - 1 : 0] s, n;  
reg [BITS_PER_DATA : 0] buffer = 0;
reg [5 : 0]sb_ticks = 6'b000000;
reg expected_parity;
assign d_out = buffer;
always @(posedge clk or posedge reset)
begin
	if(reset)
			state <= RESET;
	else
		begin
		case(state)
        IDLE:
			begin
			rx_done <= 0;
			error <= 0;
            if (~rx)
            begin
					 error <= 0;
                state <= START;
                s <= 0;
					 buffer <= 0;
            end
			end
        START:
            if(tick)
            begin
                if(s == 7)
                begin
                    s <= 0;
                    n <= 0;
                    state <= DATA;
                end
                else
                    s <= s + 1;
            end
        DATA:
            if (tick)
            begin
                if(s == 15)
                begin
                    s <= 0;
                    buffer <= {rx, buffer[7 : 1]};  
                    if( n == BITS_PER_DATA - 1 )
								if(parity == 1)
									state <= PARITY;
								else
									state <= STOP;
                    else
                        n <= n + 1;
                end
                else
                    s <= s + 1;
            end
		  PARITY: 
			if(tick)
			begin
				if(s == 15)
				begin
					expected_parity <= buffer[0] + buffer[1] + buffer[2] + buffer[3] + buffer[4] + buffer[5] + buffer[6] + buffer[7];
					if (~ (expected_parity == rx))
						error <= 1;
					s <= 0;
					state <= STOP;
				end
				else
					s <= s + 1;
			end
        STOP:
            if(tick)
            begin
                if(s == sb_ticks - 1)
                begin
                    rx_done <= 1'b1;
                    state <= IDLE;
                end
                else    
                    s <= s + 1;
            end
			RESET:
			begin
				s <= 0;
				n <= 0;
				buffer <= 0;
				rx_done <= 0;
				error <= 0;
				state <= IDLE;
			end
			default:
			begin
				state <= RESET;
         end
    endcase
	 end
end
always @(*)
begin
	 sb_ticks <= stop_bits * NUM_TICKS;
end
endmodule
`timescale 1ns / 1ps
module transmitter(
	reset,
    tx_start,
    clk,
    tick,
    parity,
	 stop_bits,
    d_in,
    tx_done,
    tx_out,
	 debug
    );
function integer clog2;
input integer value;
begin
value = value - 1;
for(clog2 = 0; value > 0; clog2 = clog2 + 1)
value = value >> 1;
end
endfunction
parameter NUM_TICKS = 16;
parameter LENGTH_NUM_TICKS = clog2(NUM_TICKS);
parameter LENGTH_MAX_DATA  = clog2(9);
parameter BITS_PER_DATA = 8;
input reset;
input tx_start;
input clk;
input parity;
input tick;
input[1:0] stop_bits;
input [BITS_PER_DATA - 1 : 0] d_in;
output reg tx_done = 0;
output reg tx_out = 0;
localparam [5:0]IDLE    =  6'b000001;
localparam [5:0]START   =  6'b000010;
localparam [5:0]DATA    =  6'b000100;
localparam [5:0]PARITY  =  6'b001000;
localparam [5:0]STOP 	=  6'b010000;
localparam [5:0]RESET 	=  6'b100000;
reg [5 : 0] state = IDLE;
reg [3 : 0] s, n;
reg [BITS_PER_DATA - 1 : 0] buffer = 0;
reg [5 : 0]sb_ticks = 6'b000000;
reg parity_bit = 0;
output [5:0]debug;
assign debug = state;
always @(posedge clk or posedge reset)
begin
	if(reset)
			state <= RESET;
	else
			begin
case(state)
        IDLE:
			begin
            tx_out <= 1;
				tx_done <= 0;
            if (tx_start)
            begin
                state <= START;
                s <= 0;
            end
			end
        START:
            if(tick)
				begin
            tx_out <= 0;
            buffer <= d_in;
                if(s == NUM_TICKS - 1)
                begin
                    s <= 0;
                    n <= 0;
                    state <= DATA;
                end
                else
                    s <= s + 1;
            end
        DATA:
            if (tick)
            begin
                tx_out <= buffer[0];
                if(s == NUM_TICKS - 1)
                begin
                    s <= 0;
                    if( n == 7 )
								begin
                        if(parity == 1)
                            state <= PARITY;
                        else
                            state <= STOP;
								end
                    else
                        n <= n + 1;
                        buffer <= buffer >> 1;
                end
                else
                    s <= s + 1;
            end
        PARITY:
            if(tick)
            begin
            parity_bit <= d_in[0] + d_in[1] + d_in[2] + d_in[3] + d_in[4] + d_in[5] + d_in[6] + d_in[7];
            tx_out <= parity_bit;
            if(s == NUM_TICKS - 1)
            begin
                s <= 0;
                state <= STOP;
            end
            else
                s <= s + 1;
            end
        STOP:
            if(tick)
            begin
                tx_out <= 1;
                if(s == sb_ticks - 1)
                begin
                    tx_done <= 1'b1;
                    state <= IDLE;
                end
                else    
                    s <= s + 1;
            end
			RESET:
			begin
				s <= 0;
				n <= 0;
				buffer <= 0;
            parity_bit <= 0;
				tx_done <= 0;
            tx_out <= 1;
				state <= IDLE;
			end
			default:
			begin
				state <= RESET;
         end
    endcase
	end
end
always @(*)
begin
	sb_ticks = stop_bits * NUM_TICKS;
end
endmodule
`timescale 1ns / 1ps
module uart(
	input clk,
	input rx,
	input tx_start,
	input [7:0]bip_to_uart,
	output [7:0]uart_to_bip,
	output tx,
	output rx_done,
	output tx_done,
	output tick,
	output [5:0]debug
    );
parameter parity 		= 1'b0;
parameter stop_bits 	= 2'b01;
parameter reset 		= 1'b0;
wire error;
transmitter txx(
	 .reset(reset),
    .tx_start(tx_start),
    .clk(clk),
    .tick(tick),
    .parity(parity),
	 .stop_bits(stop_bits),
    .d_in(bip_to_uart),
    .tx_done(tx_done),
    .tx_out(tx),
	 .debug(debug)
    );
baud_rate_gen baud_gen(
    .clk(clk),
    .tick(tick)
);
receiver rxx(
	 .reset(reset),
	 .rx(rx),
    .clk(clk),
    .tick(tick),
    .parity(parity),
	 .stop_bits(stop_bits),
    .d_out(uart_to_bip),
    .rx_done(rx_done),
	 .error(error)
    );
endmodule
==> run notes <==
Numbers from the implementation run.

The cell sequence reported for the critical path is clkdlybuf4s50_1. The via density per instance is 4.50. The top-level I/O count is 29.

The synthesis report lists the most area-consuming cells as sky130_fd_sc_hd__edfxtp_1 64%, sky130_fd_sc_hd__and2_1 4.5%, sky130_fd_sc_hd__a22o_1 4.0%. The top cell type's share of synthesized area is 0.642. The synthesis stat section lists a flop and latch total of 33. The post-synthesis cell count from yosys is ~120. CTS saw 33 sinks.

In the final run the clock tree shows a worst skew of 0.00491 ns. For this sky-water flow run, the detailed-routed wirelength per cell is reported as about 11 um. The flow ran to the end, and the final reports show no timing, DRC or antenna violations. The violation tally recorded at the end of detailed-routing iteration 0 is roughly 48. The commonest cells after synthesis are 33 x sky130_fd_sc_hd__edfxtp_1, 12 x sky130_fd_sc_hd__nor2_1, 11 x sky130_fd_sc_hd__and2_1.

The final layout reports a setup TNS of 0 ns. The wire-length estimate of the detail-placed layout is 1.80 mm. The power density relative to cell area is around 950 nW/um^2.

The stat command in Yosys gives a chip area of between 1500 and 2000 um^2. The arrival time reported for the critical path endpoint is roughly 1.4 ns. The routed design could run at a clock period as short as between 2 and 2.5 ns. The worst IR drop on VDD is 0.423 mV. The total grt overflow is 0.

The first global-routing pass estimated around 4.3 mm of wire. The starting density of the core is 0.318. Summed over all routing layers, the global router reports a total usage of 0.107.

The number of global-route vias before repair is approximately 980. The number of maximum-capacitance violations recorded for the run is 0. The worst setup path is launched from a register.

In the routed design, unresolved DRC markers number 0. The number of distinct standard cells referenced by the synthesized netlist is 27. The smallest setup slack after layout is approximately 1.2 ns. The remaining antenna violation count is 0. Per Yosys stat, the portion of area used by sequential elements is 0.642.

The share of cells above drive strength 1 is 0.0789. The clock H-tree reported by CTS has 2 levels. Before any placement, the netlist area is recorded as roughly 1500 um^2. The placeable core region is 4850 um^2. The global placer's final weighted congestion is between 0.8 and 0.9. The die width is 73.7 um. The vertical die dimension reported for this design is roughly 74 um. The peak per-stage delay on the critical path is roughly 0.55 ns. The worst setup path is captured at a primary output. Among cell families on the critical path, the largest total delay comes from flip-flops. In this run the tools logged warnings totalling 25.

In the post-synthesis netlist, the cell with the most instances is sky130_fd_sc_hd__edfxtp_1. The setup path with the least slack is of type reg2out. The buffers inserted during post-CTS setup optimization is 0. The number of port buffers is 26.

The worst relative slew slack is 0.527. The buffer cell driving the clock tree root is sky130_fd_sc_hd__clkbuf_8. In this run the mean area of a mapped cell was roughly 12 um^2. The instance count of the mapped netlist is roughly 120. The async set or reset register ratio after synthesis is 0. The final-report max-slew violation count is 0. Summed over all instances, the cell type with the most area after synthesis is sky130_fd_sc_hd__edfxtp_1.

According to the floorplan log, the row count is 25. The antenna diode count is 0. The die covers around 5400 um^2.

From the final report, the count of setup violators was given as 0. At the placement stage, the worst setup path has a slack of approximately 1.1 ns. The synthesis report names the predominant flop master as sky130_fd_sc_hd__edfxtp_1. The yosys warning tally is 4. The worst-margin pin slew is roughly 0.71 ns. STA lists the maximum fanout along the critical path as 10. Per the OpenROAD power report, leakage power amounts to between 0.7 and 0.8 nW. In the finished design, the share of the clock period the worst path needs comes to 0.628. The pin count of the biggest net entering global routing is 13. Setup repair after global routing left no endpoint under its margin. Counting flops with a built-in enable in the synthesized netlist gives 33.

Among all stages on the critical path, the largest delay is contributed by sky130_fd_sc_hd__edfxtp_1. The final hold violation count is 0. The hold buffer count at CTS is 0. The clock transition time at the flip-flop clock pins of the worst setup and hold paths is approximately 0.07 ns. Gates resized during post-CTS repair numbered 0. The maximum clock rate is roughly 500 MHz. Together, buffers and inverters on the worst path number 1.

The deepest clock path buffer count is 2. In this run the layout overhead on the synthesized area is reported as 27.4%. The later pin in the worst-skew pair is clocked with a latency of 0.28 ns. Summing over every cut layer, the via total after detailed routing is between 900 and 1000. According to the hold report, the worst path is of the reg2reg type.

TritonCTS built the clock tree. The total iterations of the first detailed-routing run is 4. The OpenROAD report gives the critical path a required time of 2.56 ns. The wire length after detailed routing is 2.50 mm.

The number of buffers created by CTS is 5. The number of antenna violations at the first check in global routing is 0.
==> cell usage in the layout, fill, tap and decap left out, drive strengths merged <==
cell type | Yosys | routed
a21oi | 2 | 2
a221oi | 1 | 1
a22o | 7 | 7
and2 | 11 | 11
and3 | 5 | 5
buf | 8 | 1
bufinv | 0 | 1
clkbuf | 0 | 5
clkdlybuf4s50 | 0 | 26
clkinv | 0 | 1
clkinvlp | 0 | 1
conb | 1 | 2
edfxtp | 33 | 33
ha | 1 | 1
inv | 9 | 9
nand2 | 2 | 2
nand2b | 4 | 4
nand3 | 4 | 4
nand3b | 4 | 4
nor2 | 12 | 12
nor2b | 1 | 1
nor3 | 3 | 3
nor3b | 2 | 2
o211ai | 1 | 1
o21a | 1 | 1
o21ai | 5 | 5
xnor2 | 1 | 1
xor2 | 6 | 6
==> cell families after synthesis <==
group	synth area share
and+or+nand+nor	0.177
DFF	0.642
AOI/OAI and AO/OA	0.0778
buffers and inverters	0.0527
xor gates and xnor gates	0.0397
adders and majority gates	0.00810
other	0.00243
==> stage by stage <==
stage          hold slack (ns)  power (W)  utilization  area (um^2)  cells
2_1_floorplan            0.497    0.00121            -         1550    125
3_3_place_gp             0.527    0.00146        0.382         1850    211
3_5_place_dp             0.524    0.00148        0.382         1850    211
4_1_cts                  0.541    0.00188        0.406         1970    219
5_1_grt                  0.571    0.00201        0.406         1970    219
6_report                 0.536    0.00186        0.406         1970    219
==> report_power, final <==
group	leakage [nW]	internal, W	switching, W	total, W
logic	0.361	0.000313	0.000258	0.000571
registers	0.333	0.000764	0.000137	0.000901
clock network	0.0543	0.000233	0.000155	0.000387
==> sequential cells by signal (all words and copies together), names as in the netlist <==
name,flops
rxx.buffer,8
txx.buffer,8
rxx.state,5
txx.state,5
rxx.n,4
rxx.rx_done,1
txx.tx_done,1
txx.tx_out,1
==> final timing paths <==
| path | slack [ns] | endpoint | cells after the start | startpoint |
|---|---|---|---|---|
| min reg2reg | 0.54 | txx.buffer[4] | 1 | txx.buffer[5] |
| min | 0.54 | txx.buffer[4] | 1 | txx.buffer[5] |
| max reg2reg | 1.31 | rxx.state[1] | 4 | rxx.state[2] |
| max | 1.19 | debug[5] | 1 | txx.state[5] |
==> routing by layer <==
| layer | share of wire | GRT usage | vias to the layer above |
|---|---|---|---|
| met4 | 0.016 | 0.0150 | 0 |
| met3 | 0.075 | 0.0472 | 6 |
| met2 | 0.45 | 0.159 | 34 |
| met1 | 0.46 | 0.157 | 456 |
| li1 | - | - | 489 |
| met5 | 0 | 0 | - |
==> area by class of cell <==
| cell class | instances | area (um^2) |
|---|---|---|
| Clock buffer | 5 | 68.8 |
| Clock inverter | 3 | 46.3 |
| Fill cell | 440 | 2880 |
| Inverter | 9 | 33.8 |
| Multi-Input combinational cell | 75 | 475 |
| Sequential cell | 33 | 991 |
| Tap cell | 67 | 83.8 |
| Timing Repair Buffer | 27 | 268 |
Power is estimated from default activity; no workload was simulated.
